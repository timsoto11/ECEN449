[design/flow/config.mk]
export PLATFORM = sky130hd
export DESIGN_NAME = led_count
export DESIGN_NICKNAME = led_count
export VERILOG_FILES = /design/flow/design.v
export SDC_FILE = /design/flow/constraint.sdc
export NUM_CORES = 4
export LEC_CHECK = 1
export CORE_UTILIZATION = 30
[design/flow/constraint.sdc]
current_design led_count

set clk_period 3.6
set clk_io_pct 0.2

create_clock -name clk0 -period $clk_period [get_ports {CLOCK}]

set non_clock_inputs [all_inputs -no_clocks]
set_input_delay [expr $clk_period * $clk_io_pct] -clock clk0 $non_clock_inputs
set_output_delay [expr $clk_period * $clk_io_pct] -clock clk0 [all_outputs]
[design/flow/design.v]
`timescale 1ns / 1ps
module led_count(
    input RESET,
    input [1:0] I_SWITCHES,
    input CLOCK,
    output [3:0] O_LEDS
    );
	 wire W_CLK_1HZ;
	 reg  R_CLK_1HZ;
	 reg  [29:0] R_COUNT;
	 reg  [3:0] R_OUT;
	 assign O_LEDS[3:0] = R_OUT[3:0];
	 assign W_CLK_1HZ = R_CLK_1HZ;
	 always @(posedge	CLOCK) 
		begin
		if (R_COUNT == 50000000) 
			begin 
			R_COUNT <= 0;
			R_CLK_1HZ <= !R_CLK_1HZ;
			end
		else
			begin
			R_COUNT <= R_COUNT + 1;
			R_CLK_1HZ <= R_CLK_1HZ;
			end
	 end
	 always @(posedge W_CLK_1HZ or posedge RESET) 
		begin
			if(RESET)
				R_OUT <= 0;
			else if(I_SWITCHES[1])
				R_OUT <= R_OUT - 1;
			else if(I_SWITCHES[0])
				R_OUT <= R_OUT + 1;
		end
endmodule
[design/flow/run.sh]
#!/bin/bash
# OpenROAD 26Q1-2900-gdf79404cd8, Yosys 0.63+post, stock flow scripts
make -C /OpenROAD-flow-scripts/flow DESIGN_CONFIG=/design/flow/config.mk WORK_HOME=/design/flow/orfs finish
==> notes.md <==
run results: Post-Route WL=3.12 mm, Final period util=50.9%, CTS root buf=clkbuf_8, final setup margin=1.77 ns, vias=1,267, Starting DRT DRC Count=55, max incr delay on CP=0.35 ns, largest net degree at the start of global routing=14, Global Route met1 Usage=17.7%, ys flops=35, ys cells=179, maximum clock path buffer count=2, Top cells excl fill/tap=dfxtp_1, xnor2_1, nand2_1, Slew HR=73.0%, delay-heaviest family, CP=simple AND/OR/NAND/NOR gates, global route hottest layer=met2, PostCTS Resize Cnt=0, endpoints left unconstrained=8, Syn Inst Count=179, M2 GR Usage=18.2%, CP Cell Sequence=inv_1 > ha_1 > nor4b_1 > nand4_1 > nor3_1 > buf_4 > nor2_1, TNS Setup=0 ns, post-layout util=36.5%, share of layout cells above drive strength 1=5.73%, Buf+Inv Stages, Crit Path=2, antenna violations before repair=0, Crit Path Class=reg2reg, Filler cells=548, Die X=76.4 um, vias per inst=4.84, number of buffers added on ports=7, Tightest Pin Transition=0.402 ns, min Tclk post-route=1.83 ns, crit path DAT=2.01 ns, Required @ worst endpoint=3.77 ns, register pins left without a clock=4, hold wc startpoint=R_COUNT[29]$_SDFF_PN0_, I/O pin count=8, drt pass-1 iters=4, post-CTS setup buffers=0, Clk pin slew, worst setup/hold paths=0.06 ns, leakage power=0.725 nW, Avg Synthesized Cell Area=9.28 um2, EDFF count, synth=1, gr ovfl total=0, Antenna Cells=0, Worst IR Drop VDD=0.275 mV, final setup vio count=0, placed cells=254, Primary FF master, synth=dfxtp_1, tool warnings=26, first-pass GRT wire length=5.51 mm, gr usage total=12.0%, Worst Skew=0.00443 ns, status=complete, no violations, number of global-route vias before repair=1,171, area grow syn2layout=14.5%, Rows=26, slowest CP cell=dfxtp_1, Starting Density=31.9%, Async S/R FF share, synth=11.4%, Synth Seq Share=44.0%, antenna viol nets, final=0, cts hold-fix bufs=0, Max Slew Vio Count=0, dpl ws=1.79 ns, Max-cap violations=0, YS chip area=1660 um2, drt drc=0, reg2reg start=R_COUNT[0]$_SDFF_PN0_, startpoint type of the worst setup path=flop, Routed WL per cell=11.9 um, Die ar.=5840 um2, most frequent logic cell in the layout=dfxtp_1, GR Layer Usage met3=3.53%, synth warn=1, HP Class=reg2reg, Clk Latency, worst-skew pair=0.28 ns, Unique cell types=35, core area=5200 um2, chip height=76.4 um, final-report hold violation count=0, Crit Path Max Fanout=11, CTS tree=built, HPWL Detailed=2.26 mm, Placer Congestion=0.831, PwrDens=345 nW/um2, RSZ-0062 raised after global routing=no, Worst Setup SP=R_COUNT[0]$_SDFF_PN0_, Inserted Clock Buffers=5, Max Clk Rate=546 MHz, endpoint class of the critical path=flop, Max H-tree Level=2, Post-Syn Area=1660 um2, fin cells=262
-- cells by family (layout without fill, tap and decap cells) --
family,count (synthesis),in the layout,synth area share [%]
flip-flops,35,35,44.0
adder cells (fa/ha/maj),5,5,4.22
AND/OR/NAND/NOR,79,79,26.8
multiplexers,4,4,2.41
XOR/XNOR,21,21,11.1
AND-OR/OR-AND,21,21,7.61
buffers and inverters,14,27,3.92
-- through the flow --
stage	power [W]	instance area [um2]	hold WS [ns]
global route	0.000685	1900	0.508
finish	0.000657	1900	0.462
detailed placement	0.000366	1800	0.455
CTS	0.000664	1900	0.470
floorplan	0.000360	1660	0.432
global placement	0.000366	1800	0.456
-- final timing paths --
path / end / slack, ns / cells after the start
setup reg to reg: R_COUNT[2]$_SDFF_PN0_ / 1.77 / 7
setup / recovery: R_COUNT[2]$_SDFF_PN0_ / 1.77 / 7
hold reg to reg: R_COUNT[29]$_SDFF_PN0_ / 0.46 / 1
hold / removal: R_COUNT[29]$_SDFF_PN0_ / 0.46 / 1
-- sequential cells by signal, indices dropped and copies added, names as in the netlist --
signal and cells:
R_OUT 4, R_COUNT 30, R_CLK_1HZ 1
-- cell usage after synthesis, drive strengths merged (3+ instances only) --
library cell	n	share of area [%]
dfxtp	30	36
xnor2	14	7.4
nand2	13	2.9
nand3	13	4.2
inv	11	2.5
nor2	9	2.0
nor3	8	2.4
a21oi	7	2.1
o21ai	7	2.1
xor2	7	3.7
nand4	6	2.3
or3	6	2.6
and3	5	2.0
nor4	5	1.9
and4	4	2.1
dfrtp	4	6.0
ha	4	3.0
mux2i	4	2.4
nor2b	3	1.1
o31ai	3	1.4
-- report_power, final --
group	internal (W)	switching, W
Clock	0.000174	0.000125
Combinational	0.00000706	0.00000586
Sequential	0.000345	0
Total	0.000526	0.000130
-- final cells by class --
cell class / count / area, um2 / share of cell area, %
clock buffer: 8 / 100 / 5.26
sequential: 35 / 731 / 38.4
inverter: 11 / 41.3 / 2.17
timing repair buffer: 8 / 77.6 / 4.08
multi-input combinational: 130 / 865 / 45.5
tap: 70 / 87.6 / 4.61
-- per-layer routing --
layer | routed length (um) | vias to the layer above
met4 | 29 | 0
met2 | 1430 | 18
met3 | 120 | 5
met5 | 0 | -
met1 | 1550 | 576
li1 | - | 668
Power figures rest on the tool's default switching activity, not on a simulated workload.
