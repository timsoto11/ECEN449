--- config.mk ---
export PLATFORM = sky130hd
export DESIGN_NAME = jackpot
export DESIGN_NICKNAME = jackpot
export VERILOG_FILES = /design/flow/design.v
export SDC_FILE = /design/flow/constraint.sdc
export NUM_CORES = 4
export LEC_CHECK = 1
export CORE_UTILIZATION = 30
--- constraint.sdc ---
current_design jackpot

set clk_period 6.2
set clk_io_pct 0.2

create_clock -name clk0 -period $clk_period [get_ports {I_CLK}]

set non_clock_inputs [all_inputs -no_clocks]
set_input_delay [expr $clk_period * $clk_io_pct] -clock clk0 $non_clock_inputs
set_output_delay [expr $clk_period * $clk_io_pct] -clock clk0 [all_outputs]
--- design.v ---
`timescale 1ns / 1ps
module jackpot(
    input [3:0] I_SWITCHES,
    input I_RESET,
    input I_CLK,
    output [3:0] I_LEDS
    );
	 wire W_CLK_1HZ;
	 reg	R_CLK_1HZ;
	 reg 	[29:0] R_CNT;
	 reg 	[3:0] R_OUT;
	 reg 	R_WIN_FLAG;
	 assign I_LEDS[3:0] = R_OUT[3:0];
	 assign SWITCH_FLAG = I_SWITCHES[0] | I_SWITCHES[1] | I_SWITCHES[2] | I_SWITCHES[3];
	 assign W_CLK_1HZ = R_CLK_1HZ;
	 always @(posedge	I_CLK or posedge I_RESET) 
		begin
		if(I_RESET)
		 begin
			R_CNT <= 0;
			R_CLK_1HZ <= 0;
		 end
		else
		 begin
			if (R_CNT == 25000000) 
		 	 begin 
				R_CNT <= 0;
				R_CLK_1HZ <= ~R_CLK_1HZ;
			 end
			else
			 begin
				R_CNT <= R_CNT + 1;
			 end
		 end
	 end
	 always @(posedge W_CLK_1HZ or posedge I_RESET) 
		begin
			if(I_RESET)
				R_OUT <= 1;
			else
			begin
				if(R_WIN_FLAG == 1)
					R_OUT <= 4'b1111;
				else
					R_OUT[3:0] <= {R_OUT[0], R_OUT[3:1]};
			end
		end
	 always @(posedge SWITCH_FLAG or posedge I_RESET)
		begin
			if(I_RESET)
				R_WIN_FLAG <= 0;
			else if (I_LEDS == I_SWITCHES)
				R_WIN_FLAG <= 1;			
			else 
				R_WIN_FLAG <= R_WIN_FLAG;
		end
endmodule
--- run.sh ---
#!/bin/bash
# OpenROAD 26Q1-2900-gdf79404cd8, Yosys 0.63+post, stock flow scripts
make -C /OpenROAD-flow-scripts/flow DESIGN_CONFIG=/design/flow/config.mk WORK_HOME=/design/flow/orfs finish
==> flow_metrics.tcl <==
# yosys + openroad results
set metrics [dict create \
    ys_async_sr_fraction 1.00 \
    grt.overflow.total 0 \
    drcViolationCount 0 \
    via_per_inst 4.97 \
    syn-mean-instance-area_um2 10.5 \
    area_growth_pct 13.8 \
    finalHoldViolations 0 \
    slew_viol_final 0 \
    max_cap_violations 0 \
    wl_mm 3.37 \
    clk_pin_slew_ns 0.06 \
    rows 27 \
    netlist_area_um2 1800 \
    rsz0062_at_grt "no" \
    h-tree-depth 2 \
    unclocked_regs 5 \
    r2r_slack_ns 4.10 \
    yosysWarnings 2 \
    cts_root_buf "clkbuf_8" \
    n_antenna_cell 0 \
    path_cells "inv_1 > ha_1 > nor4b_1 > nand4_1 > nor4_4 > xor2_1" \
    synth_dominant_cell_count "dfrtp_1" \
    post-synth-top-area-fraction 0.487 \
    start_kind "register" \
    hpwl_mm 2.31 \
    comb_area_um2 856 \
    yosys_area_um2 1800 \
    ff_latch_area_um2 902 \
    max-slew-margin-rel 0.502 \
    crit_path_end_kind "register" \
    grt_pass1_wl_mm 5.86 \
    setup_viol 0 \
    worstHoldPathType "reg2reg" \
    worstPathRequired_ns 6.33 \
    ys_seq_frac 0.501 \
    drt-pass1-iter-count 4 \
    synth.area.top_cells "dfrtp_1 49%, xnor2_1 11%, nand4_1 4.5%" \
    unconstrained_endpoints 9 \
    yosys_cells 172 \
    ys_types 38 \
    ir_worst_vdd_mv 0.110 \
    grt_start_max_net_pins 37 \
    tritoncts "done" \
    fin_crit_sh 0.339 \
    die_h_um 79.4 \
    fmax_mhz 476 \
    drtIter0Drc 95 \
    status "finished clean" \
    cts_max_path_buffers 2 \
    ctsResizeCount 0 \
    tightest_slew_ns 0.742 \
    post_drt_wl_per_cell_um 13.1 \
    synth_flops 36 \
    dieArea_um2 6310 \
    warnings 26 \
    utilization 0.363 \
    synth.largest_area_cell "dfrtp_1" \
    cellPowerDensity_nw_per_um2 174 \
    cts-buffers-inserted 5 \
    post-cts-setup-buffers 0 \
    path_max_fanout 13 \
    p_leak_nw 0.826 \
    fin_skew_ns 0.00364 \
    grt_pass1_vias 1197 \
    grt_usage 0.121 \
    postRouteAntennaNets 0 \
    die_w_um 79.4 \
    critPathSlowestCell "nor4_4" \
    layout-drive-gt1-share 0.102 \
    tns_ns 0 \
    antenna_found_initial 0 \
    path_class "reg2reg" \
    ios 10 \
    syn_inst 172 \
    insertion_delay_ns 0.28 \
    met2_usage 0.170 \
    fill_cells 548 \
    period_minus_slack_ns 2.10 \
    cpPeakStageDelay_ns 0.70 \
    cts.hold.buffers_added 0 \
    port_buffers 9 \
    gp_congestion 0.758 \
    grt_most_used_layer "met1" \
    grt_use_met1 0.197 \
    use_met3 0.0302 \
    core_area_um2 5640 \
    fp_util 0.319 \
    netlist_top_cells_count "35 x dfrtp_1, 22 x xnor2_1, 16 x nor2_1, 13 x nand4_1, 10 x nand2_1" \
    critPathArrivalTime_ns 2.23 \
    edf_count 0 \
    synthFlopType "dfrtp_1" \
    via_count 1281 \
]
[stage by stage]
| stage | hold WS, ns | setup WS [ns] | instances | power (mW) | area [µm²] |
|---|---|---|---|---|---|
| 5_1_grt | 0.513 | 3.87 | 258 | 0.375 | 2050 |
| 6_report | 0.482 | 4.10 | 258 | 0.356 | 2050 |
| 2_1_floorplan | 0.446 | 4.16 | 172 | 0.211 | 1800 |
| 3_3_place_gp | 0.473 | 4.13 | 252 | 0.217 | 1980 |
| 4_1_cts | 0.482 | 4.08 | 258 | 0.362 | 2050 |
| 3_5_place_dp | 0.474 | 4.08 | 252 | 0.217 | 1980 |
[worst max-delay path, delay by kind of cell, from the launching register on]
kind / cells / cell delay, ns
and+or+nand+nor: 3 / 1.17
buffers and inverters: 1 / 0.08
xor gates and xnor gates: 1 / 0.13
adders and majority gates: 1 / 0.13
DFF: 1 / 0.44
[flip-flops by register name, summed over array words and instances, names as in the netlist]
signal,cells
R_CLK_1HZ,1
R_CNT,30
R_OUT,4
R_WIN_FLAG,1
[report_power, final]
| part | total, mW | switching [mW] | internal, mW |
|---|---|---|---|
| clock | 0.143 | 0.0687 | 0.0746 |
| sequential | 0.203 | 0.0000437 | 0.203 |
| combinational | 0.0101 | 0.00591 | 0.00419 |
[final cells by class]
class,count,share of cell area
sequential,36,0.440
tap,72,0.0440
clock buffer,6,0.0354
inverter,8,0.0147
multi-input combinational,126,0.418
timing repair buffer,10,0.0476
[path summary, 6_finish.rpt]
kind                                     start                    end  depth (start not counted)
max                         R_CNT[0]$_DFF_PP0_  R_CLK_1HZ$_DFFE_PP0N_                          6
min                        R_CNT[29]$_DFF_PP0_    R_CNT[29]$_DFF_PP0_                          1
max reg2reg                 R_CNT[0]$_DFF_PP0_  R_CLK_1HZ$_DFFE_PP0N_                          6
min reg2reg                R_CNT[29]$_DFF_PP0_    R_CNT[29]$_DFF_PP0_                          1
max in group asynchronous              I_RESET    R_CNT[26]$_DFF_PP0_                          3
min in group asynchronous              I_RESET    R_CNT[11]$_DFF_PP0_                          3
[per-layer routing]
| layer | vias up | routed length (µm) |
|---|---|---|
| met5 | - | 0 |
| li1 | 645 | - |
| met4 | 0 | 46 |
| met2 | 21 | 1420 |
| met3 | 5 | 147 |
| met1 | 610 | 1760 |
[cells in the final DEF, fill, tap and decap left out, types with 3 or more instances in the layout]
master / n
dfrtp_1: 35
xnor2_1: 22
nor2_1: 16
nand4_1: 13
nand2_1: 10
nand3_1: 9
clkdlybuf4s50_1: 9
inv_1: 8
nor3_1: 5
clkbuf_8: 5
nor4_1: 4
a21oi_1: 4
xor2_1: 4
or2_2: 4
nor4b_1: 3
o31ai_1: 3
or4_1: 3
[logic make-up (layout without fill, tap and decap cells)]
kind of cell | after synthesis | after routing | synth area share
simple gates | 82 | 82 | 0.273
flops | 36 | 36 | 0.501
xor+xnor | 26 | 26 | 0.127
compound gates | 16 | 16 | 0.0626
buf+inv | 10 | 24 | 0.0229
fa+ha+maj | 2 | 2 | 0.0139
Power figures rest on the tool's default switching activity, not on a simulated workload.
